### flow/design.v
module AdderCU (output[7:0] S, output COUT, input[7:0] A,B, input CIN);
assign {COUT,S} = A + B + CIN;
endmodule  
module ControlRegister(output reg[63:0] Q, input [63:0] D, input ENABLE,CLK,RESET);
always @ (posedge CLK)
	if(RESET)
		Q <= 64'd0;
	else
		begin
			if(ENABLE)
				Q <= D;
			else
				Q <= Q;
		end
endmodule  
module Encoder (output reg[7:0] OUT, input[31:0] IR);
	always @ (IR)
	if(IR[31:0] == 32'b0)
		OUT = 8'd0;			
	else if(IR[27:25] == 3'b000 && IR[4]==0)			 
	begin
		if(IR[24]==1'b1 && IR[23]==1'b0)
			OUT = 8'd14;
		else 
			OUT = 8'd10;
	end					
	else if(IR[27:25] == 3'b001)
	begin		 
		if(IR[24]==1'b1 && IR[23]==1'b0)
			OUT = 8'd15;
		else 
			OUT = 8'd11;	
	end	
		else if(IR[27:25] == 3'b010 )
		begin					
			if(IR[24] == 1'b0)	 
				OUT= 8'd19;					
			else if (IR[21] == 0)	 
				OUT = 8'd16;
			else	 
				OUT = 8'd17;		
		end	
		else if(IR[27:25] == 3'b011 )
		begin					
			if(IR[24] == 1'b0)	 
				OUT= 8'd23;					
			else if (IR[21] == 0)	 
				OUT = 8'd21;
			else	 
				OUT = 8'd22;		
		end	
		else if(IR[27:25] == 3'b000 && IR[22]==1 && IR[4]==1)
		begin					
			if(IR[24] == 1'b0)	 
				OUT= 8'd46;					
			else if (IR[21] == 0)	 
				OUT = 8'd47;
			else	 
				OUT = 8'd48;		
		end	
		else if(IR[27:25] == 3'b000 && IR[22]==0 && IR[4]==1)
		begin					
			if(IR[24] == 1'b0)	 
				OUT= 8'd49;					
			else if (IR[21] == 0)	 
				OUT = 8'd50;
			else	 
				OUT = 8'd51;		
		end	
	else if(IR[27:25] == 3'b100)
	begin					
			if(IR[24] == 1'b0)	 
				OUT= 8'd30;					
			else	 
				OUT = 8'd31;		
		end	
	else 
	begin					
			if(IR[24] == 1'b0)	 
				OUT= 8'd45;					
			else	 
				OUT = 8'd44;		
		end	
endmodule  
module InverterCU (output OUT, input IN,INV);
assign OUT = (INV)? !IN : IN;
endmodule
module NextStateAdd (output reg[1:0] M1M0, input [2:0]IN, input STS);
	always @ (IN,STS)
	case(IN)
		3'b000: M1M0 = 2'b00;	 
		3'b010: M1M0 = 2'b10;	 
		3'b011: M1M0 = 2'b11;	 
		3'b100: begin
			if(!STS) M1M0 = 2'b00;	 
			else M1M0 = 2'b10;	 
		end
		3'b101: begin
			if(!STS) M1M0 = 2'b11;	 
			else M1M0 = 2'b10;	 
		end
		3'b110: begin 
			if(!STS) M1M0 = 2'b11;	 
			else M1M0 = 2'b00;	 
		end
	endcase  
endmodule  
module Reg8bits(output reg[7:0] Q, input [7:0] D, input ENABLE,CLK,RESET);
always @ (posedge CLK)
if(RESET)
	Q<= 8'd0;
else
 	begin
		if(ENABLE)
			Q <= D;
		else
			Q <= Q;
	end
endmodule  
module controlUnit_p(output reg [33:0] CU, input [31:0] IR, input MOC, COND, LSM_DETECT,LSM_END, CLK,RESET);
	wire[1:0] M1M0;
	wire MC_OUT, INV_OUT, ADDER_COUT ;
	wire[7:0] MD_OUT,ADD_OUT,INC_REG_OUT,ME, MA_OUT, ENC_OUT,MR_OUT;
	wire[63:0] CTL_REG_OUT,ROM_OUT;
		    Encoder encoder(ENC_OUT,IR);
		    mux_4x1_8bit muxA(MA_OUT,M1M0,ENC_OUT,8'd0,CTL_REG_OUT[41:34],ME);
			rom ROM(ROM_OUT,MR_OUT);
			ControlRegister ctl_register(CTL_REG_OUT, ROM_OUT,1'd1,CLK,RESET);
			AdderCU adder (ADD_OUT,ADDER_COUT,MA_OUT,8'd1,1'd0);
		    Reg8bits incrementerRegister(INC_REG_OUT,ADD_OUT,1'd1,CLK,RESET);
		    mux_2x1_8bit muxE(ME,CTL_REG_OUT[53],INC_REG_OUT,CTL_REG_OUT[49:42]);
	        mux_8x1_1bit muxC (MC_OUT,CTL_REG_OUT[52:50], MOC, COND, IR[20], LSM_DETECT, LSM_END,IR[21],1'd0,1'd0);
		    InverterCU inv(INV_OUT, MC_OUT,CTL_REG_OUT[54]);
			NextStateAdd nextState(M1M0, CTL_REG_OUT[57:55], INV_OUT);
			mux_2x1_8bit muxR(MR_OUT,RESET,MA_OUT,8'd0); 
		always @ (CLK)
			CU <= CTL_REG_OUT[33:0];
endmodule  
module mux_2x1_8bit (Y, S, A, B);
	input wire [7:0] A, B;
	input wire S;
	output reg [7:0] Y;
	always @ (S, A, B)
	case(S)
		1'b0:	Y=A;
		1'b1:	Y=B;
	endcase  
endmodule  
module mux_4x1_8bit (Y, S, A, B, C, D);
	input wire [7:0] A,B,C,D;
	input wire [1:0] S;
	output reg [7:0] Y;
	always @ (S,A,B,C,D)
	case(S)
		2'b00:	Y=A;
		2'b01:	Y=B;
		2'b10:	Y=C;
		2'b11:	Y=D;
	endcase  
endmodule  
module mux_8x1_1bit (Y, S, A, B, C, D, E, F, G, H);
	input wire A,B,C,D,E,F,G,H;
	input wire [2:0] S;
	output reg Y;
	always @ (S,A,B,C,D,E,F,G,H)
	case(S)
		3'b000:	Y=A;
		3'b001:	Y=B;
		3'b010:	Y=C;
		3'b011:	Y=D;
		3'b100:	Y=E;
		3'b101:	Y=F;
		3'b110:	Y=G;
		3'b111:	Y=H;
	endcase  
endmodule  
module rom (output reg [64:0] OUT,  input [7:0] IN);
always @ (IN)
case(IN)
 8'd0: OUT = 65'b00000001100000000000000000000000000000000000000000000000000000000;
 8'd1: OUT = 65'b00000101100000000000000000000000001000010000000001000000100000000;
 8'd2: OUT = 65'b00001001100000000000000000000000100010010000010001000100100000000;
 8'd3: OUT = 65'b00001101110000000000000000001100010011000000000000000000100000000;
 8'd4: OUT = 65'b00010010010001000000000000000100000000000000000000000000000000000;
8'd10: OUT = 65'b00101001000000000000000000000101100000000010110100000000000000000;
8'd11: OUT = 65'b00101101000000000000000000000101100000000010110100000000000000000;
8'd14: OUT = 65'b00111001000000000000000000000101000000000010110100000000000000000;
8'd15: OUT = 65'b00111101000000000000000000000101000000000010110100000000000000000;
8'd16: OUT = 65'b01000010101010000111000001100100001000000010001000000000000000000;
8'd17: OUT = 65'b01000101100000000000000000000000001000000010001000000000000000000;
8'd18: OUT = 65'b01001010101010000111000001100100100000000110000001100100000000000;
8'd19: OUT = 65'b01001101100000000000000000000000001000000000000001000000000000000;
8'd20: OUT = 65'b01010010101010000111000001100100100000000010001000000000000000000;
8'd21: OUT = 65'b01010110101010000111000001100100001000000100111000000000000000000;
8'd22: OUT = 65'b01011001000000000000000001001000001000000000001000000000000000000;
8'd23: OUT = 65'b01011101100000000000000000000000001000000000000001000000000000000;
8'd24: OUT = 65'b01100010101010000111000001100100100000000000001000000000000000000;
8'd25: OUT = 65'b01100110110010000111010001110100000000000000000000000010000000011;
8'd26: OUT = 65'b01101010110000000000000001101000000101000000000010000010000000011;
8'd27: OUT = 65'b01101101000000000000000000000100100000000100110001100100000000000;
8'd28: OUT = 65'b01110001000000000000000001100100000100110000000001000000000000000;
8'd29: OUT = 65'b01110110111000000000010001110100000001000000000000000010000000011;
8'd30: OUT = 65'b01111001000000000000000010000000001000000000000001000000001001000;
8'd31: OUT = 65'b01111101100000000000000000000000001000000000001100000000001001000;
8'd32: OUT = 65'b10000010110011000000000010101000000000000000000000000000001000000;
8'd33: OUT = 65'b10000110110010000000000010001100000000000000000000000000001000000;
8'd34: OUT = 65'b10001010111010001001000010011000000001000000000000000000101000100;
8'd35: OUT = 65'b10001101000000000000000010001000000100100000000001000000001000000;
8'd36: OUT = 65'b10010010110000000000000010010000000100000000000010000000000000000;
8'd37: OUT = 65'b10010101000000000000000010011100100000000101000001100100001000000;
8'd38: OUT = 65'b10011010110000000000000010011000000000000000000000000000000000000;
8'd39: OUT = 65'b10011110110100000000000010101100001000000110001100000000001000000;
8'd40: OUT = 65'b10100010110101000000000000010000000000000000000000000000000000000;
8'd41: OUT = 65'b10100101000000000000000000010000100000000110000001100100000000000;
8'd42: OUT = 65'b10101010100100000000000010100000000000000000000000000000001000000;
8'd43: OUT = 65'b10101101000000000000000010000000000000000000000000000000000000000;
8'd44: OUT = 65'b10110001100000000000000000000010100000010000100001000000000000000;
8'd45: OUT = 65'b10110101000000000000000000000110100000010010010001010100000000000;
8'd46: OUT = 65'b10111001000000000000000001001000001000000010001000000000000000000;
8'd47: OUT = 65'b10111110101010000111000001100100001000000010001000000000000000000;
8'd48: OUT = 65'b11000001000000000000000001010000001000000000000001000000000000000;
8'd49: OUT = 65'b11000101000000000000000001001000001000000000001000000000000000000;
8'd50: OUT = 65'b11001010101010000111000001100100001000000000001000000000000000000;
8'd51: OUT = 65'b11001101000000000000000001100000001000000000000001000000000000000;
endcase  
endmodule  
### flow/config.mk
export PLATFORM = sky130hd
export DESIGN_NAME = controlUnit_p
export DESIGN_NICKNAME = controlUnit_p
export VERILOG_FILES = /design/flow/design.v
export SDC_FILE = /design/flow/constraint.sdc
export NUM_CORES = 4
export LEC_CHECK = 1
export CORE_UTILIZATION = 50
### flow/run.sh
#!/bin/bash
# OpenROAD 26Q1-2900-gdf79404cd8, Yosys 0.63+post, stock flow scripts
make -C /OpenROAD-flow-scripts/flow DESIGN_CONFIG=/design/flow/config.mk WORK_HOME=/design/flow/orfs finish
### flow/constraint.sdc
current_design controlUnit_p

set clk_period 3.8
set clk_io_pct 0.2

create_clock -name clk0 -period $clk_period [get_ports {CLK}]

set non_clock_inputs [all_inputs -no_clocks]
set_input_delay [expr $clk_period * $clk_io_pct] -clock clk0 $non_clock_inputs
set_output_delay [expr $clk_period * $clk_io_pct] -clock clk0 [all_outputs]
==> flow_metrics.tcl <==
# implementation run metrics
set metrics [dict create \
    worstPathCellList "clkdlybuf4s50_1, o21ai_1, o21ai_0, a211oi_2, a22oi_4, inv_2, buf_4, ha_1, nand2_1, xor2_1, nor2_1" \
    synthArstFlopShare 0 \
    vdd_ir_drop_max_uv 161 \
    openroad.warnings 28 \
    use_met3 0.0446 \
    io_buffers 63 \
    vias 3798 \
    unconstrained_endpoints 45 \
    fp.dieH_um 95.4 \
    cts_htree_levels 2 \
    setup_viol_count_final 0 \
    synth_cell_types 76 \
    yosys-stat-area_mm2 0.00436 \
    required_ns 4.00 \
    synthCells 516 \
    core_area_mm2 0.00834 \
    path_clk_slew_ns 0.10 \
    fp-utilization 0.523 \
    drive_gt1_frac 0.0914 \
    routedWlPerCell_um 17.9 \
    grt_pass1_wl_um 18500 \
    timing.setup.tns_ns 0 \
    grt_pass1_vias 3447 \
    fin_crit_sh 0.799 \
    viasPerCell 5.83 \
    hold_violations 0 \
    post-route-min-period_ns 3.04 \
    ioPinCount 72 \
    hold_class "register to register" \
    num_antenna_cells 0 \
    clock_latency_ns 0.31 \
    wirelength_um 11700 \
    whs_ns 0.625 \
    chipArea_mm2 0.00909 \
    p_switching_mw 0.364 \
    grt_use_met2 0.415 \
    fp.dieW_um 95.4 \
    crit_buf_inv 3 \
    synth-edff-count 0 \
    finalCoreUtilization 0.593 \
    hold_buffers 0 \
    netlist_area_mm2 0.00436 \
    gr-max-usage-layer "met1" \
    antenna_found_initial 0 \
    grt_start_max_net_pins 52 \
    unclocked_pins 45 \
    cp_slowest_cell "clkdlybuf4s50_1" \
    cp-start-kind "primary input" \
    final_cells 652 \
    ys.flops 96 \
    track_usage 0.276 \
    flop_cell "dfxtp_1" \
    swShare 0.297 \
    max_freq_mhz 329 \
    cts_buffer_depth 2 \
    combPwrFrac 0.216 \
    drtAntennaViolNets 0 \
    slew_violations 0 \
    max-cap-violations 0 \
    total_power_mw 1.23 \
    p_leak_nw 2.06 \
    dpl.hpwl_um 8840 \
    top_cells_by_area "dfxtp_1 23%, dlxtn_1 16%, nor2b_1 6.9%" \
    grt.overflow.total 0 \
    met1_usage 0.437 \
    cts_tree "done" \
    place.gp.congestion 0.995 \
    syn_to_final_growth_pct 13.4 \
    fin_area_mm2 0.00494 \
    cp_max_fo 12 \
    post_cts_resized 0 \
    drt_iter0_drc 320 \
    placed_area_mm2 0.00485 \
    post-cts-setup-buffer-count 0 \
    crit_path_end_kind "register" \
    status "completed" \
    tightest_slew_ns 0.898 \
    synth_warnings 10 \
    power_density_mw_per_mm2 248 \
    rsz0062_at_grt "no" \
    ys_cells 516 \
    avgSynthCellArea_um2 8.45 \
    r2r_slack_ns 1.39 \
    path_delay_family "AND-OR/OR-AND gates" \
    synth.top_cell.area_share 0.234 \
    arrival_ns 3.24 \
    cts_buffers 5 \
    dp.cells 644 \
    slowest_delay_ns 0.63 \
    criticalPathCategory "primary input to register" \
    fin_skew_ns 0.0101 \
    p_clk_frac 0.274 \
    p_int_mw 0.861 \
    pre_cts_ws_ns 0.487 \
    slew_headroom 0.398 \
    cts-root-buf "clkbuf_8" \
    largest_area_cell "dfxtp_1" \
    firstDrtPassIters 5 \
    worst_slack_ns 0.764 \
    drc 0 \
    p_seq_frac 0.510 \
    rows 33 \
]
-- worst paths after layout --
kind	start	to	cells past startpoint
worst max register to register	ctl_register.Q[53]	incrementerRegister.Q[3]	8
worst max-delay path	IR[26]	incrementerRegister.Q[6]	11
worst min-delay path	incrementerRegister.Q[7]	incrementerRegister.Q[7]	3
worst min register to register	incrementerRegister.Q[7]	incrementerRegister.Q[7]	3
-- cells in the final DEF, fill, tap and decap left out, types with 3 or more instances in the layout --
cell type / n
a21o_1: 3
a21oi_1: 23
a22oi_1: 3
a31oi_1: 4
and2_1: 6
and3_1: 4
buf_4: 13
clkbuf_8: 5
clkdlybuf4s50_1: 62
conb_1: 6
dfxtp_1: 51
dlxtn_1: 45
inv_1: 13
mux2i_1: 7
nand2_1: 39
nand2b_1: 6
nand3_1: 19
nand3b_1: 5
nand4_1: 9
nor2_1: 32
nor2b_1: 48
nor3_1: 14
nor3_4: 4
nor4_1: 9
o2111ai_1: 3
o211ai_1: 5
o21ai_0: 29
or2_2: 4
or3_1: 4
xnor2_1: 11
-- cell type report --
| class | count | area (µm²) |
|---|---|---|
| fill | 739 | 3400 |
| multi-input combinational | 352 | 2240 |
| sequential | 96 | 1700 |
| timing repair buffer | 76 | 723 |
| tap | 105 | 131 |
| clock buffer | 5 | 68.8 |
| inverter | 15 | 56.3 |
| clock inverter | 3 | 27.5 |
-- cell usage after synthesis (2+ instances only) --
cell and count:
a21o_1 3, a22oi_4 2, nor3_1 14, mux2i_1 7, nand3b_1 5, xor2_1 2
nand2b_1 6, or4b_1 2, buf_2 8, nor2_1 32, xnor2_1 11, nor3_4 4
buf_4 35, and2_1 6, a221oi_1 2, a21oi_1 23, inv_1 13, nor2b_1 48
or2_1 2, a2111oi_2 2, and3_1 4, nor3b_1 2, or2_2 4, buf_6 4
inv_2 2, nor4_1 10, or3_1 4, or3b_1 2, a22oi_1 3, a31oi_1 4
nand4_1 9, o211a_1 2, a211oi_1 2, o21ai_0 29, dfxtp_1 51, nand3_1 19
clkbuf_1 9, nand2_1 39, o21a_1 2, a32oi_1 2, o211ai_1 5, o2111ai_1 3
dlxtn_1 45
-- per-layer routing --
metal | up-vias | wire, µm
li1 | 1824 | -
met1 | 1771 | 5480
met2 | 185 | 4990
met3 | 18 | 1040
met4 | 0 | 193
met5 | - | 0
-- worst min-delay path: cells and delay by family, from the launching register on --
family	cells	cell delay, ns
xor gates and xnor gates	1	0.07
DFF	1	0.35
and+or+nand+nor	2	0.18
-- cells by family (layout without fill, tap and decap cells) --
family	after synthesis	after routing	share of synthesized area
latches	45	45	0.155
other	1	6	0.000861
buffers and inverters	73	99	0.102
adder cells (fa/ha/maj)	1	1	0.00287
multiplexers	7	7	0.0161
AND/OR/NAND/NOR	219	219	0.287
AND-OR/OR-AND	106	106	0.175
XOR/XNOR	13	13	0.0261
flip-flops	51	51	0.234
-- state kept, by name, summed over array words and instances, names as in the netlist --
name / cells
ROM.OUT: 43
ctl_register.Q: 43
incrementerRegister.Q: 8
nextState.M1M0: 2
-- power groups by stage --
stage / clock, mW / combinational [mW] / sequential (mW)
CTS: 0.344 / 0.260 / 0.625
global route: 0.361 / 0.287 / 0.629
finish: 0.335 / 0.265 / 0.625
Power is estimated from default activity; no workload was simulated.
