<file path="flow/config.mk">
export PLATFORM = sky130hd
export DESIGN_NAME = RegisterFile_pepo
export DESIGN_NICKNAME = RegisterFile_pepo
export VERILOG_FILES = /design/flow/design.v
export SDC_FILE = /design/flow/constraint.sdc
export NUM_CORES = 4
export LEC_CHECK = 1
export CORE_UTILIZATION = 50
</file>
<file path="flow/constraint.sdc">
current_design RegisterFile_pepo

set clk_period 11.2
set clk_io_pct 0.2

create_clock -name clk0 -period $clk_period [get_ports {CLK}]

set non_clock_inputs [all_inputs -no_clocks]
set_input_delay [expr $clk_period * $clk_io_pct] -clock clk0 $non_clock_inputs
set_output_delay [expr $clk_period * $clk_io_pct] -clock clk0 [all_outputs]
</file>
<file path="flow/design.v">
module BinaryDecoder_pepo (BDE, BDA, RFLD);
	output reg [15:0] BDE; 	 
	input wire [3:0] BDA;	 
	input wire RFLD;
	always @ (BDA or RFLD)
		if(RFLD)		 
			case(BDA)
				4'b0000: BDE = 16'b0000000000000001;		 
				4'b0001: BDE = 16'b0000000000000010;		 
				4'b0010: BDE = 16'b0000000000000100;		 
				4'b0011: BDE = 16'b0000000000001000;		 
				4'b0100: BDE = 16'b0000000000010000;		 
				4'b0101: BDE = 16'b0000000000100000;		 
				4'b0110: BDE = 16'b0000000001000000;		 
				4'b0111: BDE = 16'b0000000010000000;		 
				4'b1000: BDE = 16'b0000000100000000;		 
				4'b1001: BDE = 16'b0000001000000000;		 
				4'b1010: BDE = 16'b0000010000000000;		 
				4'b1011: BDE = 16'b0000100000000000;		 
				4'b1100: BDE = 16'b0001000000000000;		 
				4'b1101: BDE = 16'b0010000000000000;		 
				4'b1110: BDE = 16'b0100000000000000;		 
				4'b1111: BDE = 16'b1000000000000000;		 
			endcase  
		else
			BDE = 16'd0;		 
endmodule  
module RegisterFile_pepo (PA, PB, PC, CLK, RFLD, A, B, C, RESET);
	output wire [31:0] PA;		 
	output wire [31:0] PB;		 
	input wire [31:0] PC;		 
	input wire CLK;
	input wire RFLD;			 
	input wire [3:0] A, B; 		 
	input wire [3:0] C;			 
	input wire RESET;
	wire [15:0] BDE;			 
	wire [31:0] QS0,QS1,QS2,QS3,QS4,QS5,QS6,QS7,QS8,QS9,QS10,QS11,QS12,QS13,QS14,QS15;
	BinaryDecoder_pepo BinaryDecoder_pepo (BDE,C,RFLD);
	Register_32bits_pepo R0(QS0,PC,BDE[0],CLK,RESET); 
	Register_32bits_pepo R1(QS1,PC,BDE[1],CLK,RESET);
	Register_32bits_pepo R2(QS2,PC,BDE[2],CLK,RESET); 
	Register_32bits_pepo R3(QS3,PC,BDE[3],CLK,RESET); 
	Register_32bits_pepo R4(QS4,PC,BDE[4],CLK,RESET); 
	Register_32bits_pepo R5(QS5,PC,BDE[5],CLK,RESET); 
	Register_32bits_pepo R6(QS6,PC,BDE[6],CLK,RESET); 
	Register_32bits_pepo R7(QS7,PC,BDE[7],CLK,RESET); 
	Register_32bits_pepo R8(QS8,PC,BDE[8],CLK,RESET); 
	Register_32bits_pepo R9(QS9,PC,BDE[9],CLK,RESET); 
	Register_32bits_pepo R10(QS10,PC,BDE[10],CLK,RESET); 
	Register_32bits_pepo R11(QS11,PC,BDE[11],CLK,RESET); 
	Register_32bits_pepo R12(QS12,PC,BDE[12],CLK,RESET); 
	Register_32bits_pepo R13(QS13,PC,BDE[13],CLK,RESET); 
	Register_32bits_pepo R14(QS14,PC,BDE[14],CLK,RESET); 
	Register_32bits_pepo R15(QS15,PC,BDE[15],CLK,RESET); 
	mux_16x1_32bit muxA(PA,A,QS0,QS1,QS2,QS3,QS4,QS5,QS6,QS7,QS8,QS9,QS10,QS11,QS12,QS13,QS14,QS15);
	mux_16x1_32bit muxB(PB,B,QS0,QS1,QS2,QS3,QS4,QS5,QS6,QS7,QS8,QS9,QS10,QS11,QS12,QS13,QS14,QS15);
endmodule  
module Register_32bits_pepo (Q, D, ENABLE, CLK, RESET);
	output reg [31:0] Q;	 
	input wire [31:0] D;	 
	input wire ENABLE;		 
	input wire CLK;
	input wire RESET;		 
	always @ (posedge CLK)
		if(RESET)
			Q <= 32'd0;
		else
			if(ENABLE)
				Q <= D;
			else
				Q <= Q;	
endmodule  
module mux_16x1_32bit (Y, S, A, B, C, D, E, F, G, H, I, J, K, L, M, N, O, P);
	input wire [31:0] A,B,C,D,E,F,G,H,I,J,K,L,M,N,O,P;
	input wire [3:0] S;
	output reg [31:0] Y;
	always @ (S,A,B,C,D,E,F,G,H,I,J,K,L,M,N,O,P)
	case(S)
		4'b0000: Y=A;		 
		4'b0001: Y=B;		 
		4'b0010: Y=C;		 
		4'b0011: Y=D;		 
		4'b0100: Y=E;		 
		4'b0101: Y=F;		 
		4'b0110: Y=G;		 
		4'b0111: Y=H;		 
		4'b1000: Y=I;		 
		4'b1001: Y=J;		 
		4'b1010: Y=K;		 
		4'b1011: Y=L;		 
		4'b1100: Y=M;		 
		4'b1101: Y=N;		 
		4'b1110: Y=O;		 
		4'b1111: Y=P;		 
	endcase  
endmodule  
</file>
<file path="flow/run.sh">
#!/bin/bash
# OpenROAD 26Q1-2900-gdf79404cd8, Yosys 0.63+post, stock flow scripts
make -C /OpenROAD-flow-scripts/flow DESIGN_CONFIG=/design/flow/config.mk WORK_HOME=/design/flow/orfs finish
</file>
==> metrics.csv <==
stage,metric,value,unit
sta,worstMarginPinSlew,1.06,ns
die,coreArea,51400,µm²
clock_network,cts-hold-fix-buffers,0,
critical_path,critPathLaunchType,input pin,
synth,ys_seq_elements,512,
route,drt_pass1_iterations,6,
synth,synth_warnings,3,
clock_network,h-tree-depth,2,
critical_path,crit_path_end,PB[16],
critical_path,path_max_fanout,37,
sta,fin_crit_sh,0.740,
critical_path,reg2regPathDepth,2,
synth,synth_area,26000,µm²
global_routing,grt_overflow,0,
critical_path,rrSetupSlack,10.46,ns
sta,clock.fmax,0.121,GHz
critical_path,cp.required,8.96,ns
placed_design,place_inst,4135,
sta,slew_violations,0,
clock_network,insertion_delay,0.63,ns
flow_run,warnings,29,
synth,ys.flop_type,dfxtp_1,
die,fp_util,0.506,
critical_path,crit_type,input pin to primary output,
sta,fin_setup_tns,0,ns
synth,synthCells,3636,
hold_path,hold_class,flop to flop,
critical_path,rr_endpoint,R15.Q[9],
placed_design,dpl.hpwl,68.4,mm
die,io_pins,111,
power,power.leakage,9.16,nW
synth,yosys.area_share.adder,0,
synth,async_flop_share,0,
critical_path,end_kind,primary output,
synth,syn_area_per_cell,7.16,µm²
route,ant_nets,0,
sta,rsz0062_at_grt,false,
layout,final_cell_mix,"nand2_1, a21oi_1, dfxtp_1",
synth,synth_cell_types,58,
synth,synth_xor_xnor_area_share,0,
power,pwr_density_cell,145,nW/µm²
clock_network,post-cts-setup-buffers,0,
sta,fin_crit,8.29,ns
flow_run,cap_violations,0,
global_routing,grt_max_degree,143,
route,viasPerCell,6.69,
global_routing,antenna_found_initial,0,
global_routing,grt_usage,0.483,
clock_network,cts_root_buf,clkbuf_16,
synth,aoi_share,0.269,
critical_path,max_stage_delay,1.06,ns
route,wl_per_cell,29.4,µm
route,antenna_cells,0,
synth,ys_area,26000,µm²
clock_network,cts.clk_slew.worst_paths,0.06,ns
power,clkPwrFrac,0.455,
global_routing,grt_pass1_vias,26600,
power,pwr-share-comb,0.104,
synth,mux_share,0.0495,
layout,area_growth,12.1,%
critical_path,critical_path_arrival,6.05,ns
synth,ys_seq_frac,0.394,
die,dieArea,53000,µm²
layout,instances_no_fill,4238,
critical_path,r2r-start,R15.Q[9],
clock_network,clock-sinks,512,
route,vias,28400,
power,p_int,3.08,mW
die,placementRows,83,
placed_design,numPortBuffers,110,
clock_network,cts_tree,yes,
power,ir_drop,0.000167,V
route,drc,0,
placed_design,globalplace.congestion,1.03,
die,die_w,230,µm
power,seq_power_share,0.441,
route,routed_wl,125,mm
clock_network,post_cts_resized,0,
global_routing,grt_pass1_wl,180,mm
placed_design,place_ws,3.17,ns
synth,synthSimpleGateAreaFrac,0.223,
die,die_h,230,µm
status,status,finished clean,
power,p_switching,1.15,mW
critical_path,slowest_stage,nor4bb_4,
critical_path,startpoint,B[3],
critical_path,cpMostUsedCell,buf_4,
sta,fin_skew,0,ns
power,switching_share,0.272,
synth,ys_cells,3636,
synth,synth-edff-count,0,
layout,fillers,4669,
critical_path,path_cells,buf_2 > buf_4 > nor4bb_4 > buf_4 > a32oi_1 > o21ai_1 > a211oi_1 > a31oi_1 > clkdlybuf4s50_1,
sta,relSlewSlack,0.292,
synth,top_logic_kind,AND-OR/OR-AND gates,
route,dr.first_iter.drc_count,3695,
layout,drive_gt1_frac,0.0697,
layout,mostFrequentLayoutCell,nand2_1,
clock_network,clockBufferDepth,3,
sta,final.setup.worst_slack,2.91,ns
sta,hold_viol,0,
power,p_total,4.23,mW
clock_network,cts_buffers,57,
sta,finalSetupViolCount,0,
-- cells in the mapped netlist (4+ instances only) --
library cell | instances | area share
nand3_1 | 45 | 0.0087
a32oi_1 | 8 | 0.0027
nand2b_1 | 13 | 0.0031
inv_1 | 24 | 0.0035
a21oi_1 | 600 | 0.12
nor4_1 | 4 | 0.00096
clkbuf_1 | 289 | 0.042
o32ai_1 | 5 | 0.0017
o22ai_1 | 84 | 0.020
or3_1 | 24 | 0.0058
and2_1 | 7 | 0.0017
buf_2 | 57 | 0.011
o2bb2ai_1 | 4 | 0.0013
o21a_1 | 5 | 0.0014
o211ai_1 | 5 | 0.0014
dfxtp_1 | 512 | 0.39
nor3_1 | 35 | 0.0067
nor2_1 | 119 | 0.017
a22oi_1 | 206 | 0.059
mux2i_1 | 114 | 0.044
nand2_1 | 1136 | 0.16
a221oi_1 | 6 | 0.0020
a22o_1 | 10 | 0.0034
buf_1 | 14 | 0.0020
and3_1 | 8 | 0.0019
nor3b_1 | 9 | 0.0026
a32o_1 | 28 | 0.011
buf_4 | 8 | 0.0023
o32a_1 | 25 | 0.0096
o22a_1 | 4 | 0.0013
buf_6 | 10 | 0.0043
nor2b_1 | 23 | 0.0055
o21ai_1 | 34 | 0.0065
mux2_2 | 10 | 0.0043
a211oi_1 | 26 | 0.0075
o21ai_0 | 58 | 0.011
a31oi_1 | 32 | 0.0077
-- critical path: cells and delay by family --
family	cells	cell delay (ns)
buffers and inverters	4	2.06
AOI/OAI and AO/OA	4	0.65
and+or+nand+nor	1	1.06
-- layout make-up --
class                   instances  area [µm²]  share of cell area
flip-flops and latches        512       10200               0.351
clock inverters                13         146             0.00502
clock buffers                  90        1730              0.0593
multi-input cells            2720       14400               0.492
well taps                     680         851              0.0292
repair buffers                197        1750              0.0600
inverters                      26        97.6             0.00334
-- worst min path at each step --
stage / from / endpoint / slack, ns / cells past startpoint
finish: R2.Q[16] / R2.Q[16] / 0.46 / 2
CTS: R2.Q[16] / R2.Q[16] / 0.46 / 2
global route: R4.Q[13] / R4.Q[13] / 0.48 / 2
-- through the flow --
step | util | area (µm²) | hold WS (ns)
final | 0.568 | 29200 | 0.457
after global routing | 0.568 | 29200 | 0.482
after CTS | 0.568 | 29200 | 0.457
after detailed placement | 0.531 | 27300 | 0.448
after global placement | 0.531 | 27300 | 0.446
after floorplan | - | 26000 | 0.436
-- cell families after synthesis --
kind of cell / count (synthesis)
muxes: 126
AOI/OAI and AO/OA: 1155
buffers and inverters: 404
and+or+nand+nor: 1439
DFF: 512
-- layer usage --
layer  track usage  vias up  part of all wire
met5        0.0138        -           0.00078
met4         0.227        4             0.063
met3         0.234      545              0.16
met2         0.650     2304              0.40
met1         0.659    13100              0.37
li1              -    12400                 -
-- power groups by stage --
stage / Combinational [mW] / Sequential (mW) / Clock [mW]
final: 0.440 / 1.86 / 1.92
after CTS: 0.417 / 1.86 / 1.92
after global routing: 0.446 / 1.87 / 2.00
Power is estimated from default activity; no workload was simulated.
