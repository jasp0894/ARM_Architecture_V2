==> design.v <==
module mux_8x1_32bit (Y, S, A, B, C, D, E, F, G, H);
	input wire [31:0] A,B,C,D,E,F,G,H;
	input wire [2:0] S;
	output reg [31:0] Y;
	always @ (S,A,B,C,D,E,F,G,H)
	case(S)
		3'b000:	Y=A;
		3'b001:	Y=B;
		3'b010:	Y=C;
		3'b011:	Y=D;
		3'b100:	Y=E;
		3'b101:	Y=F;
		3'b110:	Y=G;
		3'b111:	Y=H;
	endcase  
endmodule  
==> run.sh <==
#!/bin/bash
# OpenROAD 26Q1-2900-gdf79404cd8, Yosys 0.63+post, stock flow scripts
make -C /OpenROAD-flow-scripts/flow DESIGN_CONFIG=/design/flow/config.mk WORK_HOME=/design/flow/orfs finish
==> config.mk <==
export PLATFORM = sky130hd
export DESIGN_NAME = mux_8x1_32bit
export DESIGN_NICKNAME = mux_8x1_32bit
export VERILOG_FILES = /design/flow/design.v
export SDC_FILE = /design/flow/constraint.sdc
export NUM_CORES = 4
export LEC_CHECK = 1
export CORE_AREA = 10 10 120 120
export DIE_AREA = 0 0 130 130
==> constraint.sdc <==
current_design mux_8x1_32bit

set clk_period 5.8
set clk_io_pct 0.2

create_clock -name clk0 -period $clk_period

set non_clock_inputs [all_inputs -no_clocks]
set_input_delay [expr $clk_period * $clk_io_pct] -clock clk0 $non_clock_inputs
set_output_delay [expr $clk_period * $clk_io_pct] -clock clk0 [all_outputs]
==> Changelog: implementation <==
## Flow update

- Worst setup margin: 1150 ps
- Port Buf Inserts: 291
- WHS Path Cells: 4
- Hold Buf Count CTS: 0
- # Cells Yosys: 306
- # clk buffers: 0
- RSZ-0062 raised after global routing: false
- Aoi share: 0.499
- Die extent in x: 130 um
- Crit path kind: primary input to output pin
- Drt first pass iters: 4
- I/O Pins: 291
- Number of max-cap violations: 0
- Tot GR Track Use: 0.163
- Grt total ovfl: 0
- XOR Share, Synth: 0
- Logic area: 2010 um2
- Floorplan core area: 11900 um2
- Number of remaining DRC errors: 0
- HP Class: primary input to output pin
- Syn avg cell area: 7.34 um2
- Top Layout Cells: clkdlybuf4s50_1 (288), a22oi_1 (53), nand2b_1 (32)
- Hold path start: S[0]
- Status: finished, final reports clean
- Final Util: 0.434
- Leakage: 1.85 nW
- Post-Synth Adder-Cell Area: 0
- Arrival time at the worst endpoint: 3490 ps
- Clock period minus worst slack: 4650 ps
- Simple-Gate Fraction of Synth Area: 0.196
- Top area cell types: a22oi_1 (18%), mux2_2 (14%), a21bo_2 (11%)
- Initial DRC count: 156
- Final Hold Fails: 0
- First-pass GRT wire length: 21.6 mm
- Die Y: 130 um
- Post-CTS Repair Setup Buffers: 0
- Post-route total power: 374 uW
- Chip area: 16900 um2
- Final Cycle Share: 0.802
- Distinct cells, synth: 29
- Post-route ant nets: 0
- WL final: 15.0 mm
- Max Slew Vio Count: 0
- Initial antenna violation count: 0
- OpenROAD warning count: 32
- Main logic family: AND-OR/OR-AND gates
- DR vias: 3487
- Cell area after synthesis: 2240 um2
- Resized cells post-CTS: 0
- Maximum fanout along the worst path: 63
- Layout area overhead: 130%
- Crit path required time: 4640 ps
- GPL Wtd Cong: 0.851
- Setup tns final: 0 ps
- Worst hold endpoint: Y[27]
- Pre-CTS setup slack: 1080 ps
- Max Clk Rate: 0.215 GHz
- VDD IR max: 0.0273 mV
- Most frequent logic cell in the layout: clkdlybuf4s50_1
- Vias in the first global route: 3716
- # fillers: 1239
- Pwr dens: 72.5 nW/um2
- Area leader, netlist: a22oi_1
- Diode count: 0
- Flip-flops: 0
- Mapped Cells: 306
- Yosys stat area: 2240 um2
- Layout cells sized above 1: 0.124
- Seq share, synth: 0
- Initial Util: 0.188
- Mux frac, synth: 0.197
- Register Area: 0 um2
- Slew headroom: 0.522
- Post-DP HPWL: 12.2 mm
- CP startpoint kind: primary input
- Ys Warns: 1
- Avg WL per Cell: 21.0 um
- Vias/cell: 4.89
- Largest net degree at the start of global routing: 69
- Type of destination of the critical path: output pin
- Final setup violation count: 0
- Area leader share: 0.177
- Cell row count: 40
- Hold Worst Slack: 3230 ps
- Least-Margin Pin Slew: 717 ps
[layout make-up]
cell class | count | share of cell area
inverter | 3 | 0.00218
tap | 147 | 0.0356
multi-input combinational | 264 | 0.389
timing repair buffer | 299 | 0.573
[metal layers]
metal	share of wire	up-vias	track usage
met2	0.50	172	0.296
li1	-	1722	-
met5	0	-	0
met1	0.38	1591	0.189
met4	0.0025	0	0.00397
met3	0.11	2	0.0572
[worst max-delay path by stage]
stage	from	end	slack [ps]	depth (start not counted)
CTS	S[1]	Y[19]	1080	6
global route	S[1]	Y[24]	970	6
finish	S[1]	Y[19]	1150	6
[critical path: stages]
cell and delay [ps]:
buf_4 540, and3b_1 650, buf_4 330, a22oi_1 110
a31oi_1 180, clkdlybuf4s50_1 500
[cells by family (layout without fill, tap and decap cells)]
group,after synthesis,in the layout
simple gates,82,82
compound gates,145,145
buf+inv,42,302
mux,37,37
[stage by stage]
| stage | cells | instance area [um2] |
|---|---|---|
| final | 713 | 5170 |
| after global placement | 713 | 5170 |
| after floorplan | 306 | 2240 |
| after detailed placement | 713 | 5170 |
| after global routing | 713 | 5170 |
| after CTS | 713 | 5170 |
[synthesized netlist by cell type (2+ instances only)]
| master | number |
|---|---|
| a22oi_1 | 53 |
| nand2b_1 | 32 |
| nor2_1 | 29 |
| mux2_2 | 28 |
| a31oi_1 | 27 |
| buf_2 | 26 |
| a21bo_2 | 25 |
| o211ai_1 | 25 |
| nand2_1 | 11 |
| mux2i_1 | 6 |
| clkbuf_1 | 5 |
| a221oi_1 | 3 |
| buf_4 | 3 |
| buf_6 | 3 |
| inv_1 | 3 |
| mux4_2 | 3 |
| nand4b_1 | 3 |
| o21ai_0 | 3 |
| o2bb2ai_1 | 3 |
| o32a_1 | 3 |
| a21oi_1 | 2 |
| and3b_1 | 2 |
| and4b_1 | 2 |
[report_power, final]
group	internal (mW)	leakage, nW	total [mW]	switching, mW
sequential	0	0	0	0
combinational	0.267	1.85	0.374	0.108
clock	0	0	0	0
total	0.267	1.85	0.374	0.108
Power is estimated from default activity; no workload was simulated.
